<file path="./design.v">
module uart_apb #(
  parameter CLK_FREQ = 50_000_000,    
  parameter BAUD     = 115200         
)(
  input  wire        PCLK,     
  input  wire        PRESETn,  
  input  wire        PSEL,
  input  wire        PENABLE,
  input  wire        PWRITE,
  input  wire [7:0]  PADDR,
  input  wire [31:0] PWDATA,
  output reg  [31:0] PRDATA,
  output wire        PREADY,
  output reg         tx,
  input  wire        rx
);
  assign PREADY = 1'b1;
  reg [7:0] tx_reg;     
  reg [7:0] rx_reg;     
  reg       tx_busy;
  reg       rx_ready;
  localparam DIV = CLK_FREQ / BAUD;
  reg [15:0] baud_cnt;
  reg baud_tick;
  always @(posedge PCLK or negedge PRESETn) begin
    if (!PRESETn) begin
      baud_cnt <= 0;
      baud_tick <= 0;
    end else begin
      if (baud_cnt == DIV/2) begin
        baud_cnt <= 0;
        baud_tick <= 1;
      end else begin
        baud_cnt <= baud_cnt + 1;
        baud_tick <= 0;
      end
    end
  end
  always @(posedge PCLK or negedge PRESETn) begin
    if (!PRESETn) begin
      tx_reg   <= 0;
      rx_reg   <= 0;
      rx_ready <= 0;
    end else if (PSEL & PENABLE) begin
      if (PWRITE) begin
        case (PADDR)
          8'h00: tx_reg <= PWDATA[7:0];   
        endcase
      end else begin
        case (PADDR)
          8'h00: PRDATA <= {24'b0, rx_reg};
          8'h04: PRDATA <= {30'b0, rx_ready, tx_busy};
        endcase
      end
    end
  end
  reg [9:0] tx_shift;
  reg [3:0] tx_cnt;
  always @(posedge PCLK or negedge PRESETn) begin
    if (!PRESETn) begin
      tx <= 1'b1;  
      tx_busy <= 0;
      tx_cnt <= 0;
    end else if (!tx_busy && (PSEL & PENABLE & PWRITE & PADDR==8'h00)) begin
      tx_shift <= {1'b1, tx_reg, 1'b0};  
      tx_cnt <= 0;
      tx_busy <= 1;
    end else if (tx_busy && baud_tick) begin
      tx <= tx_shift[0];
      tx_shift <= {1'b1, tx_shift[9:1]};
      tx_cnt <= tx_cnt + 1;
      if (tx_cnt == 9) tx_busy <= 0;
    end
  end
  reg [9:0] rx_shift;
  reg [3:0] rx_cnt;
  reg rx_busy;
  always @(posedge PCLK or negedge PRESETn) begin
    if (!PRESETn) begin
      rx_reg <= 0;
      rx_ready <= 0;
      rx_busy <= 0;
    end else if (!rx_busy && !rx) begin
      rx_busy <= 1;   
      rx_cnt <= 0;
    end else if (rx_busy && baud_tick) begin
      rx_shift <= {rx, rx_shift[9:1]};
      rx_cnt <= rx_cnt + 1;
      if (rx_cnt == 9) begin
        rx_busy <= 0;
        rx_reg <= rx_shift[8:1];   
        rx_ready <= 1;
      end
    end
  end
endmodule
</file>
<file path="./run.sh">
#!/bin/bash
# OpenROAD 26Q1-2900-gdf79404cd8, Yosys 0.63+post, stock flow scripts
make -C /OpenROAD-flow-scripts/flow DESIGN_CONFIG=/design/flow/config.mk WORK_HOME=/design/flow/orfs finish
</file>
<file path="./config.mk">
export PLATFORM = sky130hd
export DESIGN_NAME = uart_apb
export DESIGN_NICKNAME = uart_apb
export VERILOG_FILES = /design/flow/design.v
export SDC_FILE = /design/flow/constraint.sdc
export NUM_CORES = 4
export LEC_CHECK = 1
export CORE_UTILIZATION = 30
</file>
<file path="./constraint.sdc">
current_design uart_apb

set clk_period 2.3
set clk_io_pct 0.2

create_clock -name clk0 -period $clk_period [get_ports {PCLK}]

set non_clock_inputs [all_inputs -no_clocks]
set_input_delay [expr $clk_period * $clk_io_pct] -clock clk0 $non_clock_inputs
set_output_delay [expr $clk_period * $clk_io_pct] -clock clk0 [all_outputs]
</file>
==> flow_summary_export.csv <==
group,metric,value,unit
floorplanning,pin_count,80,
critical_path,arrival,1.96,ns
critical_path,worst_setup_path_end_kind,"flop",
power,power.leakage,1.060,nW
placement,gp_congestion,0.7785,
power,swShare,19.71,%
grt,grt_max_degree,15,
logic_synthesis,async_flop_share,75.61,%
min_path,holdCritPathClass,"flop to flop",
detailed_routing,antenna_left,0,
layout,drive_gt1_share,18.84,%
power,pwr-share-comb,4.6,%
final_timing,fmax,521.1,MHz
critical_path,startpoint,"PADDR[5]",
critical_path,crit_slowest_cell,"clkdlybuf4s50_1",
power,power_frac_clock,41.2,%
critical_path,cp_num_buf_inv,2,
critical_path,cp_max_fo,11,
min_path,worstHoldStart,"baud_cnt[15]",
grt,grt_pass1_vias,1199,
grt,grt.total_usage,8.954,%
logic_synthesis,yosysTopAreaCell,"dfrtp_1",
critical_path,crit_chain,"clkdlybuf4s50_1 -> nor4_4 -> nand3_2 -> nor2_2 -> buf_12 -> mux2_2",
cts,htree_levels,2,
layout,fin_area,2445,um^2
critical_path,reg2reg_slack,0.70,ns
power,p_per_area,565.9,nW/um^2
cts,post_cts_buffers,0,
final_timing,min_period,1.919,ns
cts,clock_path_buffers,2,
logic_synthesis,synthCells,173,
final_timing,setup_ws,0.3809,ns
logic_synthesis,synth-edff-count,10,
grt,antenna_found_initial,0,
detailed_routing,drc,0,
critical_path,crit_path_start_kind,"input pin",
cts,cts_buffers,5,
cts,postCtsResizedCells,0,
logic_synthesis,ys_cells,173,
placement,portBuffers,22,
critical_path,path_class,"input pin to flop",
logic_synthesis,synth.distinct_cells,37,
layout,mostFrequentLayoutCells,"32 x conb_1, 30 x dfrtp_1, 22 x clkdlybuf4s50_1",
job,cap_violations,0,
run_status,status,"completed",
detailed_routing,drt_first_pass_iters,4,
detailed_routing,drt_wl_total,2985,um
layout,final_util,37.64,%
logic_synthesis,flop_cell,"dfrtp_1",
floorplanning,die_x,85.16,um
final_timing,clock_skew,0.007654,ns
layout,largest_reg_flops,16,
critical_path,worst_path_largest_cell_delay,0.44,ns
critical_path,timing.rr.start,"baud_cnt[1]",
floorplanning,fp-row-count,29,
logic_synthesis,syn-cell-area,2074,um^2
logic_synthesis,synthDominantCellAreaShare,36.19,%
critical_path,crit_family,"buffers and inverters",
power,p_int,1.111,mW
floorplanning,die_h,85.16,um
layout,area_delta_synth_final,17.85,%
logic_synthesis,topCellsByArea,"dfrtp_1 36%, edfxtp_1 14%, buf_4 12%",
floorplanning,dieArea,7251,um^2
power,irDropWorstVdd,0.0002445,V
critical_path,required,2.34,ns
final_timing,period_used_share,83.44,%
final_timing,setup_viol,0,
cts,cts_hold_buf,0,
detailed_routing,num_vias,1201,
placement,dp_slack,0.05793,ns
final_timing,hold_violations,0,
layout,fill_cells,614,
cts,cts.sink_count,41,
detailed_routing,num_antenna_cells,0,
floorplanning,core_area,6495,um^2
cts,insertion_delay,0.29,ns
grt,grt-ovfl-total,0,
power,pwr-share-seq,54.2,%
final_timing,maxSlewViolCount,0,
placement,dp_hpwl,2249,um
placement,placed_cell_area,2330,um^2
final_timing,grt_setup_unrepaired,"false",
detailed_routing,drt_iter0_markers,27,
detailed_routing,detail_route.wl_per_cell,10.51,um
logic_synthesis,ys_seq_elements,41,
job,warnings,52,
cts,cts_tree,"built",
cts,clk_pin_slew,0.08,ns
final_timing,fin_tns_setup,0,ns
cts,root_buffer,"clkbuf_8",
logic_synthesis,yosysChipArea,2074,um^2
layout,final_common_cell,"conb_1",
detailed_routing,via_per_inst,4.229,
logic_synthesis,avgSynthCellArea,11.99,um^2
logic_synthesis,yosys_warnings,19,
power,switching_power,0.2727,mW
logic_synthesis,ys_seq_share,51.93,%
floorplanning,initCoreUtil,31.94,%
grt,grt_pass1_wl,5126,um
==> final timing paths <==
path,endpoint,depth (start not counted)
min in group asynchronous,tx_busy,2
hold / removal,baud_cnt[15],1
setup reg to reg,baud_cnt[4],5
max in group asynchronous,tx,2
setup / recovery,tx_shift[7],6
hold reg to reg,baud_cnt[15],1
==> layout make-up <==
type / instances / area [um^2] / area share, %
flip-flops and latches: 41 / 1077 / 44.06
multi-input cells: 126 / 843.3 / 34.49
repair buffers: 30 / 305.3 / 12.49
well taps: 77 / 96.34 / 3.941
clock buffers: 5 / 68.82 / 2.815
clock inverters: 3 / 46.29 / 1.894
inverters: 2 / 7.507 / 0.3071
==> routing by layer <==
layer	track usage, %	vias to the layer above	routed length [um]
met5	0	-	0
met4	1.079	0	29
met3	2.369	4	137
met2	15.18	26	1427
met1	12.22	580	1390
li1	-	591	-
==> power by group through the flow <==
stage / Combinational [mW] / Sequential, mW / Clock [mW]
CTS: 0.0661 / 0.750 / 0.591
global route: 0.0734 / 0.750 / 0.618
finish: 0.0637 / 0.750 / 0.570
==> synthesized netlist by cell type (2+ instances only) <==
library cell	count
dfrtp_1	30
o21ai_0	2
xor2_1	7
edfxtp_1	10
and4_1	2
o211ai_1	2
nor2_1	14
nand4_1	2
mux2_2	16
buf_4	33
and3_1	2
conb_1	2
ha_1	4
nand3_1	6
nand2_1	10
inv_1	2
xnor2_1	9
==> stage by stage <==
stage	power [mW]	std cells	hold WS [ns]
floorplan	0.8114	203	0.1644
global placement	0.8306	276	0.4629
detailed placement	0.8304	276	0.4695
CTS	1.407	284	0.4878
global route	1.442	284	0.5119
finish	1.384	284	0.4851
==> cells by family (layout without fill, tap and decap cells) <==
kind of cell               Yosys count  in the layout  share of synthesized area [%]
DFF                                 41             41                          51.93
and+or+nand+nor                     51             51                          14.90
buffers and inverters               36             40                          12.85
adders and majority gates            4              4                          2.413
xor gates and xnor gates            16             16                          6.755
AOI/OAI and AO/OA                    7              7                          2.111
muxes                               16             16                          8.685
other                                2             32                         0.3620
==> worst register-to-register path: stages (launching register included) <==
cell	delay, ns
dfrtp_1	0.40
inv_1	0.06
ha_1	0.13
or4b_4	0.47
nor3_4	0.33
nor2_1	0.10
Power figures rest on the tool's default switching activity, not on a simulated workload.
